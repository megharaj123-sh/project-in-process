--- flow/run.sh ---
#!/bin/bash
# OpenROAD 26Q1-2900-gdf79404cd8, Yosys 0.63+post, stock flow scripts
make -C /OpenROAD-flow-scripts/flow DESIGN_CONFIG=/design/flow/config.mk WORK_HOME=/design/flow/orfs finish
--- flow/constraint.sdc ---
current_design EX

set clk_period 22.4
set clk_io_pct 0.2

create_clock -name clk0 -period $clk_period

set non_clock_inputs [all_inputs -no_clocks]
set_input_delay [expr $clk_period * $clk_io_pct] -clock clk0 $non_clock_inputs
set_output_delay [expr $clk_period * $clk_io_pct] -clock clk0 [all_outputs]
--- flow/design.v ---
`timescale 1ns/1ns
module EX(A,B,imm_ext,Instr,ALUSrc,is_Branch,ALUOp,Result,Branch_taken,pc,target_pc);
input ALUSrc,is_Branch;
input [31:0]A,B,Instr;
input [1:0]ALUOp;
input [31:0]imm_ext,pc;
output [31:0]Result;
output [31:0]target_pc;
output reg Branch_taken;
wire [3:0]ALU_ctrl;
wire [31:0]operand2;
wire zero;
alu_control alu_control(.func_field({Instr[31:25],Instr[14:12]}),.ALUOp(ALUOp),.ALU_SEL(ALU_ctrl));  
ALU_32bit alu(.ALU_SEL(ALU_ctrl),.A(A),.B(operand2),.ALU_OUT(Result),.carry(),.zero(zero),.negative(),.overflow(),.underflow());
assign target_pc= pc + (imm_ext<<1); 
    always @(*)
    begin
        case (Instr[14:12]) 
            3'b000: Branch_taken = is_Branch & zero; 
            3'b001: Branch_taken = is_Branch & ~zero; 
            3'b100: Branch_taken = is_Branch & Result[0]; 
            3'b101: Branch_taken = is_Branch & ~Result[0]; 
            3'b110: Branch_taken = is_Branch & Result[0]; 
            3'b111: Branch_taken = is_Branch & ~Result[0]; 
            default: Branch_taken = 1'b0;
        endcase
    end
assign operand2=ALUSrc?imm_ext:B;
endmodule
`timescale 1ns / 1ns
module ALU_32bit( 
                input [3:0]ALU_SEL,
                input [31:0]A,B,
                output reg [31:0]ALU_OUT,
                output  carry,
	             output  zero,negative,overflow,underflow
        );
		wire [32:0] tmp;
		assign tmp = {1'b0,A} + {1'b0,B};
                assign carry = tmp[32];  
		assign zero = ~(|ALU_OUT);  
		assign negative = (ALU_OUT[31] == 1 && (ALU_SEL == 4'b0110));
		assign overflow = ({carry,ALU_OUT[31]} == 2'b01);
		assign underflow = ({carry,ALU_OUT[31]} == 2'b10);
	always@(*)
	begin
	case(ALU_SEL)
         0: ALU_OUT<= A & B;
         1: ALU_OUT<= A | B;
         2: ALU_OUT<= A + B;
         6: ALU_OUT<= A - B;
         7: ALU_OUT<= A < B ? 32'b1 : 32'b0;  
         8: ALU_OUT<= (A[31] ^ B[31])? {31'b0,A[31]}:{31'b0,(A<B)};  
         12: ALU_OUT<= -(A|B);  
         default: ALU_OUT<=32'bx;
        endcase
    end
endmodule	
`timescale 1ns / 1ns
module alu_control(func_field,ALUOp,ALU_SEL);
    input [9:0] func_field;  
    input [1:0] ALUOp;  
    output reg [3:0] ALU_SEL;  
	always @(*)
	   case(ALUOp)
	       2'b00:  
	            ALU_SEL<=4'b0010;
	       2'b01:  
                case(func_field[2:0])
                    3'b000:  
                        ALU_SEL<=4'b0110;
                    3'b001:  
                        ALU_SEL<=4'b0110;
                    3'b100:  
                        ALU_SEL<=4'b1000;
                    3'b101:  
                        ALU_SEL<=4'b1000;
                    3'b110:  
                        ALU_SEL<=4'b0111;
                    3'b111:  
                        ALU_SEL<=4'b0111;
                    default:
                        ALU_SEL<=4'bz;
                 endcase
           2'b10:  
                    case(func_field)
                        10'b0000000000:  
                            ALU_SEL<=4'b0010;
                        10'b0100000000:  
                            ALU_SEL<=4'b0110;
                        10'b0000000111:  
                            ALU_SEL<=4'b0000;
                        10'b0000000110:  
                            ALU_SEL<=4'b0001;
                        10'b0000000010:  
                            ALU_SEL<=4'b1000;
                        10'b0000000011:  
                            ALU_SEL<=4'b0111;
                        default: ALU_SEL<=4'bz; 
                     endcase
            2'b11:  
                    case(func_field)
                        10'bxxxxxxx000:  
                           ALU_SEL<=4'b0000;
                        10'bxxxxxxx111:  
                           ALU_SEL<=4'b0111;
                        10'bxxxxxxx110:  
                           ALU_SEL<=4'b1000;
                        10'bxxxxxxx010:  
                           ALU_SEL<=4'b0010;
                        10'bxxxxxxx011:  
                           ALU_SEL<=4'b0011;
                        10'bxxxxxxx100:  
                           ALU_SEL<=4'b1001;
                        10'b0000000001:  
                           ALU_SEL<=4'b0100;
                        10'b0000000101:  
                           ALU_SEL<=4'b0101;
                        10'b0100000101:  
                           ALU_SEL<=4'b0110;
                        default:
                            ALU_SEL<=4'bz;
                     endcase   
             default: ALU_SEL<=4'bz;                                   
       endcase
endmodule
--- flow/config.mk ---
export PLATFORM = sky130hd
export DESIGN_NAME = EX
export DESIGN_NICKNAME = EX
export VERILOG_FILES = /design/flow/design.v
export SDC_FILE = /design/flow/constraint.sdc
export NUM_CORES = 4
export LEC_CHECK = 1
export CORE_UTILIZATION = 50
==> flow_metrics.env <==
# flow metrics
export IMPL_worst_hold_path_type="input pin to primary output"
export IMPL_worst_slew_pin_slew_ps=920
export IMPL_cp_start_kind="input pin"
export IMPL_setup_viol=0
export IMPL_detailroute_via_count=7935
export IMPL_ys_seq_share_pct=0
export IMPL_post_cts_resize_count=0
export IMPL_finalMaxSlewViolations=0
export IMPL_worstPathRequired_ps=17920
export IMPL_critPathKind="input pin to primary output"
export IMPL_die_h_um=120
export IMPL_top_area_cell="ha_1"
export IMPL_yosysChipArea_sq_mm=0.00701
export IMPL_maxSlewHeadroom_pct=38.3
export IMPL_cap_violations=0
export IMPL_ios=229
export IMPL_numPortBuffers=205
export IMPL_yosysWarnings=7
export IMPL_detail_route_vias_per_cell=5.84
export IMPL_leakage_nw=4.19
export IMPL_drc=0
export IMPL_drtPass1Iterations=5
export IMPL_hpwl_mm=17.4
export IMPL_irDropWorstVdd_uv=19.0
export IMPL_warnings=121
export IMPL_top_cell="ha_1"
export IMPL_dieArea_sq_mm=0.0145
export IMPL_rows=42
export IMPL_worstPathArrival_ps=10000
export IMPL_hold_viol=0
export IMPL_crit_path_max_fanout=18
export IMPL_top_cell_area_share_pct=22.9
export IMPL_first_global_vias=7076
export IMPL_grt_pass1_wl_mm=34.0
export IMPL_p_per_area_mw_per_mm2=31.9
export IMPL_gp_congestion=0.974
export IMPL_seq_cells=0
export IMPL_cts_setup_buffers=0
export IMPL_drt_iter0_drc=577
export IMPL_die_w_um=120
export IMPL_final_cells=1359
export IMPL_initCoreUtil_pct=52.1
export IMPL_finalCriticalPeriod_ps=14480
export IMPL_synth_cell_type_count=84
export IMPL_grt_max_degree=25
export IMPL_final_layout_size_suffix_gt1_share_pct=3.38
export IMPL_tns_ps=0
export IMPL_syn_inst=1009
export IMPL_synthToLayoutAreaGrowth_pct=30.7
export IMPL_track_usage_pct=28.8
export IMPL_netlist_top_cells_count="ha_1 (128), inv_1 (106), a21oi_1 (85), nor2_1 (84), o21ai_0 (55)"
export IMPL_post_place_cells=1359
export IMPL_routed_wl_mm=21.0
export IMPL_clkbuf_count=0
export IMPL_routedWlPerCell_um=15.5
export IMPL_diodes=0
export IMPL_grt_setup_unrepaired="no"
export IMPL_syn_avg_cell_area_sq_um=6.94
export IMPL_outcome="finished clean"
export IMPL_critPathCaptureType="primary output"
export IMPL_netlist_top_cells_area="ha_1 (23%), a21oi_1 (6.1%), inv_1 (5.7%)"
export IMPL_ant_nets=0
export IMPL_antenna_found_initial=0
export IMPL_grt_overflow_total=0
export IMPL_min_period_over_period_pct=64.7
export IMPL_cts_hold_buf=0
export IMPL_fmax_ghz=0.0690
export IMPL_core_area_sq_mm=0.0135
export IMPL_ys_cells=1009
export IMPL_synthesis_area_sq_mm=0.00701
export IMPL_seq_area_sq_um=0
## cell usage in the layout, fill, tap and decap left out, types with 4 or more instances in the layout
cell,count
a211o_1,8
a211oi_1,15
a21o_1,28
a21oi_1,85
a221o_1,7
a221oi_1,5
a31o_2,4
a31oi_1,17
and2_1,8
and3_1,5
and3b_1,4
buf_4,8
clkdlybuf4s50_1,204
ha_1,128
inv_1,106
mux2i_1,36
nand2_1,53
nand2b_1,19
nand3_1,21
nand4b_1,4
nor2_1,84
nor2b_1,8
nor3_1,29
nor4_1,8
o2111ai_1,5
o211ai_1,17
o21a_1,15
o21ai_0,55
o21bai_1,9
o221ai_1,4
o22ai_1,13
o31a_1,4
o31ai_1,9
or2_2,7
or3_1,18
or4_1,4
xnor2_1,42
xor2_1,13
## routing by layer
layer | GRT usage (%) | part of all wire (%)
met5 | 0 | 0
met3 | 2.31 | 6.8
met1 | 42.2 | 48
met2 | 46.9 | 44
met4 | 4.40 | 1.4
## cell families after synthesis
group | after synthesis | synth area share, %
compound gates | 352 | 34.4
fa+ha+maj | 131 | 23.7
mux | 38 | 5.46
buf+inv | 145 | 8.18
simple gates | 288 | 21.4
xor+xnor | 55 | 6.87
## where the power goes
part | switching [mW] | internal, mW
clock network | 0 | 0
registers | 0 | 0
logic | 0.141 | 0.151
total | 0.141 | 0.151
## cell type report
class                           count  area, sq um
Fill cell                        1209         4290
Multi-Input combinational cell    864         6430
Inverter                          106          398
Timing Repair Buffer              213         2110
Tap cell                          176          220
## final timing paths
kind / startpoint / to / slack (ps) / depth (start not counted)
worst max-delay path: ALUSrc / Branch_taken / 7920 / 18
worst min-delay path: pc[0] / target_pc[0] / 8960 / 0
## per-stage QoR
step	util (%)	hold slack, ps	power (mW)	area [sq um]	worst slack (ps)
finish	68.1	8960	0.292	9160	7920
global route	68.1	8960	0.322	9160	7580
CTS	68.1	8960	0.291	9160	7960
detailed placement	68.1	8960	0.289	9160	7960
global placement	68.1	8960	0.288	9160	8020
floorplan	-	9030	0.172	7010	9140
## worst max-delay path, cell delays in order
cell	delay [ps]
buf_2	450
buf_4	400
mux2i_1	400
inv_1	80
ha_1	280
a21o_1	210
a21boi_0	280
o21ai_0	210
a2111oi_0	380
o22ai_1	260
a221oi_1	340
o21ai_0	150
nor4_1	290
nand4b_1	260
or4b_1	580
and4bb_1	270
a2bb2oi_1	150
clkdlybuf4s50_1	480
Power figures rest on the tool's default switching activity, not on a simulated workload.
