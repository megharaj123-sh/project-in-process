File: config.mk
export PLATFORM = sky130hd
export DESIGN_NAME = MEM
export DESIGN_NICKNAME = MEM
export VERILOG_FILES = /design/flow/design.v
export SDC_FILE = /design/flow/constraint.sdc
export NUM_CORES = 4
export LEC_CHECK = 1
export CORE_UTILIZATION = 50
File: constraint.sdc
current_design MEM

set clk_period 21.9
set clk_io_pct 0.2

create_clock -name clk0 -period $clk_period [get_ports {clk}]

set non_clock_inputs [all_inputs -no_clocks]
set_input_delay [expr $clk_period * $clk_io_pct] -clock clk0 $non_clock_inputs
set_output_delay [expr $clk_period * $clk_io_pct] -clock clk0 [all_outputs]
File: design.v
`timescale 1ns/1ns
module MEM(clk,mem_read_ctrl,mem_write_ctrl,mem_address,mem_data_write,mem_data_read);
input mem_read_ctrl;
input mem_write_ctrl;
input clk;
wire clk_bar;
input [31:0] mem_address;
input [31:0] mem_data_write;
output reg [31:0]mem_data_read;
assign clk_bar=~clk;
reg [31:0] mem_ram [0:39];               
always@(posedge clk_bar)
begin
    if(mem_read_ctrl && !mem_write_ctrl)
        mem_data_read=mem_ram[mem_address];
    if(!mem_read_ctrl && mem_write_ctrl)
        mem_ram[mem_address]=mem_data_write;
end
endmodule
File: run.sh
#!/bin/bash
# OpenROAD 26Q1-2900-gdf79404cd8, Yosys 0.63+post, stock flow scripts
make -C /OpenROAD-flow-scripts/flow DESIGN_CONFIG=/design/flow/config.mk WORK_HOME=/design/flow/orfs finish
==> flow_summary.json <==
{
  "status": "completed",
  "tritoncts_num_sinks": 1312,
  "ff_type": "sky130_fd_sc_hd__edfxtp_1",
  "detail_route.iter0.violations": 2196,
  "leakage_nw": 25.49,
  "drv.max_cap_violation_count": 0,
  "reg2reg_depth": 5,
  "synth-warning-count": 1,
  "asyncSetResetFlopFracSynth_pct": 0,
  "grt_pass1_vias": 35680,
  "ys_cells": 2661,
  "synth.cells.most_frequent": "1312 x sky130_fd_sc_hd__edfxtp_1, 175 x sky130_fd_sc_hd__mux2i_1, 129 x sky130_fd_sc_hd__a221oi_1, 117 x sky130_fd_sc_hd__a22oi_1, 105 x sky130_fd_sc_hd__nand2_1",
  "track_usage_pct": 34.79,
  "report.final.hold_viol_count": 0,
  "cp_max_fo": 78,
  "crit_path_max_incr_delay_ns": 0.80,
  "holdPathStages": 2,
  "worst_ep_arrival_time_ns": 8.06,
  "drc_errors": 0,
  "power_frac_clock_pct": 51.6,
  "clock-root-buffer": "sky130_fd_sc_hd__clkbuf_16",
  "gp_congestion": 0.8608,
  "most_used_standard_cell_by_instance_count_after_synthesis": "sky130_fd_sc_hd__edfxtp_1",
  "placement_rows": 115,
  "cts-htree-levels": 4,
  "path_cells": "buf_8, buf_12, buf_4, nor2b_4, buf_4, a22oi_1, o221ai_1, a222oi_1, o221ai_1",
  "layout-drive-gt1-share_pct": 13.74,
  "setup_tns_ns": 0,
  "post_drt_via_cell_ratio": 5.805,
  "power_switching_mw": 1.729,
  "critical-path-slowest-cell": "sky130_fd_sc_hd__nor2b_4",
  "tritoncts": "built",
  "vias": 32140,
  "synth_sequential_area_ratio_pct": 78.46,
  "p_per_area_nw_per_um2": 101.8,
  "die_span_in_y_um": 318.9,
  "chip_area_um2": 101700,
  "synth_flops": 1312,
  "pin_count_of_the_biggest_net_entering_global_routing": 79,
  "num_antenna_cells": 0,
  "netlist_instances": 2661,
  "ant_nets": 0,
  "number_of_placed_cells_counting_well_taps": 3972,
  "gr-total-overflow": 0,
  "post_synth_main_area_contributors": "sky130_fd_sc_hd__edfxtp_1 78%, sky130_fd_sc_hd__mux2i_1 3.5%, sky130_fd_sc_hd__mux4_2 3.0%",
  "worst_slew_margin_rel_pct": 29.73,
  "final-instance-count-excl-fill": 5536,
  "post_synth_instance_area_um2": 50220,
  "synthDominantCellAreaShare_pct": 78.46,
  "postCtsHoldBufs": 0,
  "edf_count": 1312,
  "tritoncts.num_buffers": 140,
  "global_route_wire_length_before_repair_um": 221000,
  "clk_latency_ns": 0.75,
  "detailedPlacementHpwl_um": 80880,
  "p_seq_share_pct": 44.0,
  "number_of_i_o_port_buffers": 72,
  "cp-start-kind": "input port",
  "cts_resized": 0,
  "setup_violations": 0,
  "crit_end_category": "flop",
  "power.switching_fraction_pct": 27.12,
  "post_cts_buffers": 0,
  "setup.reg_to_reg.worst_slack_ns": 19.08,
  "wl_per_cell_um": 28.09,
  "skew_ns": 0.03843,
  "worst_slew_pin_slew_ns": 1.043,
  "kind_of_path_behind_the_tightest_hold_check": "flop to flop",
  "synth_area_leader_cell": "sky130_fd_sc_hd__edfxtp_1",
  "number_of_antenna_violations_at_the_first_check_in_global_routing": 4,
  "die_width_um": 318.9,
  "floorplan.io_pins": 99,
  "drtPass1Iterations": 6,
  "worst_setup_hold_path_clk_slew_ns": 0.05,
  "syn_area_per_cell_um2": 18.87,
  "internal-power_mw": 4.645,
  "synth_cell_types": 54,
  "vdd.ir_drop.worst_uv": 82.67,
  "coreArea_um2": 98990,
  "ctsLongestPathBuffers": 3,
  "worst_path_class_setup": "input port to flop",
  "comb_power_share_pct": 4.4,
  "fin_util_pct": 63.27,
  "finalWirelength_um": 155500,
  "warning_count": 1053,
  "yosys.stat.chipArea_um2": 50220,
  "initCoreUtil_pct": 50.73,
  "areaGrowthSynthToFinish_pct": 24.73,
  "setup_repair_after_global_routing_missed_its_margin": "false",
  "required_ns": 11.44,
  "final_max_slew_viol_count": 0
}
flip-flops by register name (all words and copies together) (netlist names):
register,count
mem_ram,1280
mem_data_read,32
metal layers:
| layer | global-route usage [%] | vias to the layer above | wire (µm) |
|---|---|---|---|
| met5 | 3.735 | - | 478 |
| met4 | 13.72 | 20 | 4860 |
| met3 | 33.87 | 340 | 32000 |
| met2 | 46.07 | 2521 | 71600 |
| met1 | 37.82 | 15200 | 46570 |
| li1 | - | 14060 | - |
power by group through the flow:
stage	Sequential [mW]	Combinational [mW]	Clock, mW
after CTS	2.80	0.277	3.38
after global routing	2.80	0.297	3.66
final	2.80	0.280	3.29
stage by stage:
stage	worst slack, ns	power (mW)	area (µm²)	hold WS [ns]
floorplan	3.447	3.326	50220	0.5876
global placement	2.784	3.459	53020	0.7328
detailed placement	2.766	3.463	53020	0.7294
CTS	3.519	6.459	62640	0.7053
global route	3.291	6.752	62640	0.7188
finish	3.379	6.373	62640	0.6960
worst paths after layout:
check                  start                 to
max           mem_address[2]   mem_data_read[0]
min           mem_ram[34][2]   mem_data_read[2]
max reg2reg  mem_ram[27][21]  mem_data_read[21]
min reg2reg   mem_ram[34][2]   mem_data_read[2]
critical path, delay by kind of cell:
| kind | cells | cell delay (ns) |
|---|---|---|
| buffers and inverters | 4 | 1.93 |
| AND-OR/OR-AND | 4 | 0.84 |
| AND/OR/NAND/NOR | 1 | 0.80 |
kinds of logic (layout without fill, tap and decap cells):
logic type	after synthesis	after routing	share of synthesized area [%]
AND-OR/OR-AND	574	574	8.765
buffers and inverters	189	1777	1.958
multiplexers	336	336	8.579
flip-flops	1312	1312	78.46
AND/OR/NAND/NOR	250	250	2.242
layout by cell type, fill, tap and decap left out, drive strengths merged, types with 31 or more instances in the layout:
master	netlist	layout
a22oi	117	117
mux4	66	66
o221ai	33	33
clkbuf	60	147
inv	4	1361
a21oi	33	33
nand2	105	105
clkinvlp	0	38
a221o	31	31
mux2	95	95
a221oi	130	130
buf	124	140
mux2i	175	175
clkdlybuf4s50	0	68
nor2	80	80
edfxtp	1312	1312
o21ai	58	58
o22a	40	40
o22ai	60	60
cell type report:
class                      count  area [µm²]
sequential                  1312       39400
fill                        6716       36360
multi-input combinational   1160       10220
clock inverter              1418        5938
clock buffer                 147        3679
timing repair buffer         208        1777
tap                         1287        1610
inverter                       4       17.52
No activity file was given, so power comes from the tool's default toggle rates.
