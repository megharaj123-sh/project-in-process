===== flow/constraint.sdc =====
current_design ID

set clk_period 5.5
set clk_io_pct 0.2

create_clock -name clk0 -period $clk_period

set non_clock_inputs [all_inputs -no_clocks]
set_input_delay [expr $clk_period * $clk_io_pct] -clock clk0 $non_clock_inputs
set_output_delay [expr $clk_period * $clk_io_pct] -clock clk0 [all_outputs]

===== flow/design.v =====
`timescale 1ns/1ns
module ID(clk,Ra,Rb,Rd,reg_write_data,reg_wr,reg_read_data1,reg_read_data2,instr,imm_ext);
input clk;
input [4:0]Ra;
input [4:0]Rb;
input [4:0]Rd;                       
input [31:0]reg_write_data;          
input reg_wr;
input [31:0] instr; 
output [31:0]reg_read_data1;
output [31:0]reg_read_data2;
output [31:0] imm_ext;
reg_file reg_file(.clk(clk),.reg_out_1(reg_read_data1),.reg_out_2(reg_read_data2),.reg_addr1(Ra),.reg_addr2(Rb),.reg_write_addr(Rd),.reg_wr(reg_wr),.reg_din(reg_write_data));
sign_ext sign_ext(instr,imm_ext);
endmodule
`timescale 1ns / 1ns
module reg_file(clk,reg_out_1,reg_out_2,reg_addr1,reg_addr2,reg_write_addr,reg_wr,reg_din);
    input clk;
	input [4:0] reg_addr1,reg_addr2,reg_write_addr;
	input [31:0] reg_din;
	input reg_wr;
	output reg [31:0] reg_out_1,reg_out_2;
	reg [31:0] registers [31:0];
	reg [31:0] temp_din;
	wire clk_bar;
assign clk_bar=~clk;
always @(reg_addr1,reg_addr2)
	begin
		reg_out_1 <= registers[reg_addr1];
		reg_out_2 <= registers[reg_addr2];
	end
always@(posedge clk_bar)
	begin
	   if(reg_wr)temp_din=reg_din;
	end
initial begin
		{reg_out_1,reg_out_2} = {32'h00000001,32'h00000002};
		registers[5'b00000]<=32'h00000003;    
		registers[5'b00011]<=32'hfffffffC;
        registers[5'b00100]<=32'h0000000A;
        registers[5'b11111]<=32'h0000000C;
        end
endmodule
`timescale 1ns/1ns
module sign_ext(instr,imm_ext);
input [31:0] instr;
output reg [31:0] imm_ext;
reg [11:0]imm;
always@*
begin
    case(instr[6:0]) 
        7'b0100011:  
                imm={instr[31:25],instr[11:7]};
        7'b0000011:  
                imm=instr[31:20];
        7'b0010011: 
                imm=instr[31:20];
        7'b1100011:  
                imm={instr[31],instr[7],instr[30:25],instr[11:8]};
        default:
                imm=32'b0;   
    endcase
end
always@(imm) begin
    if(imm[11]==1)
        imm_ext={20'hfffff,imm};
    else
        imm_ext={20'b0,imm};
end
endmodule

===== flow/config.mk =====
export PLATFORM = sky130hd
export DESIGN_NAME = ID
export DESIGN_NICKNAME = ID
export VERILOG_FILES = /design/flow/design.v
export SDC_FILE = /design/flow/constraint.sdc
export NUM_CORES = 4
export LEC_CHECK = 1
export CORE_AREA = 10 10 77 77
export DIE_AREA = 0 0 87 87

===== flow/run.sh =====
#!/bin/bash
# OpenROAD 26Q1-2900-gdf79404cd8, Yosys 0.63+post, stock flow scripts
make -C /OpenROAD-flow-scripts/flow DESIGN_CONFIG=/design/flow/config.mk WORK_HOME=/design/flow/orfs finish

==> summary.txt <==
run metrics: first-pass detailed-route iteration total=2, Placed Area=1670 um2, total grt overflow=0, setup violators final=0, final hold vios=0, Yosys warning total=2, row count=24, starting density of the core=20.4%, critical path type=in -> out, Total Wirelength=3380 um, slack of the critical path=864 ps, Post-DP HPWL=3000 um, # Cells Yosys=126, Critical Path End Type=output pin, Worst path max stage delay=610 ps, worst setup path startpoint=instr[2], flop count=0, Final Max Slew Viols=0, peak supply drop=25.8 uV, chip area=7570 um2, detailed-route via count=886, average wire per standard cell=14.8 um, Die W=87 um, Post-route DRC=0, Synth cell types=17, Via density=3.87, Setup Fix Bufs, Post-CTS=0, run status=completed, pwr dens=47.5 nW/um2, clk_buf instances=0, crit-path cells=clkdlybuf4s50_1, nand4bb_1, buf_4, or3b_1, a21boi_2, clkdlybuf4s50_1, Seq. cell area=0 um2, tool warning count=83, fraction of layout cells with a size suffix above 1=3.39%, gr usage total=7.98%, hold buffers post-CTS=0, number of DRC markers in iteration 0=31, global-route wire length before repair=5080 um, Filler cells=433, ANT nets after route=0, ant diodes=0, initial antenna violation count=0, post-layout instance area=1670 um2, hold_sp=instr[20], RSZ-0062 raised after global routing=no, cells after synthesis=126, Max-Cap Viols=0, placeable core area=4350 um2, Fmax=216 MHz, Leak Pwr=0.570 nW, Rel. slew slack=53.7%, largest net degree at the start of global routing=29, startpoint types=input port, port bufs=126, Mean Syn Cell Area=7.04 um2, CTS resizes=0, slowest stage cell, crit path=a21boi_2, worst slack, placed=835 ps, crit path max fanout=21, fin crit share=84.3%, io pins=177, Post-Synthesis Cell Area=887 um2, crit path DRT=4400 ps, CP arrival=3540 ps, sequential area share after synthesis=0%, YS chip area=887 um2, area grow syn2layout=88.4%, final setup TNS=0 ps, fin crit period=4640 ps, Worst Tran Pin Value=690 ps, vias in the first global route=989, Final Wtd Congestion=0.740, CP most frequent cell=clkdlybuf4s50_1, Final Core Density=38.4%, die height=87 um, worst hold stages=3, worst min path class=in -> out
==> path summary, 6_finish.rpt <==
check / slack, ps / to
worst max-delay path: 860 / imm_ext[27]
worst min-delay path: 3120 / imm_ext[0]
==> where the power goes <==
group          switching [W]  internal [W]   total, W
Combinational      0.0000203     0.0000591  0.0000794
Sequential                 0             0          0
Clock                      0             0          0
Total              0.0000203     0.0000591  0.0000794
==> kinds of logic (layout without fill, tap and decap cells) <==
group | count (synthesis) | after routing | synth area share, %
buffers and inverters | 84 | 135 | 67.3
muxes | 5 | 5 | 5.64
and+or+nand+nor | 17 | 17 | 13.0
AOI/OAI and AO/OA | 20 | 20 | 14.1
==> critical path: cells and delay by family <==
kind | cells | cell delay [ps]
AND-OR/OR-AND | 1 | 610
AND/OR/NAND/NOR | 2 | 650
buffers and inverters | 3 | 1160
==> synth_stat cells (all sizes together) <==
library cell | instances | area [um2]
a21oi | 8 | 40.0
nand2b | 1 | 6.26
nor3b | 2 | 15.0
clkbuf | 1 | 3.75
buf | 77 | 571
and2 | 1 | 6.26
nor3 | 3 | 15.0
nor2 | 2 | 7.51
inv | 6 | 22.5
a21boi | 1 | 11.3
or3b | 1 | 8.76
o21ai | 6 | 30.0
nand3b | 6 | 45.0
nand4bb | 1 | 11.3
mux2i | 5 | 50.1
o2bb2ai | 5 | 43.8
==> stage by stage <==
stage	power, W	hold slack (ps)	std cells
floorplan	0.0000348	2220	126
global placement	0.0000810	3140	229
detailed placement	0.0000805	3130	229
CTS	0.0000813	3130	229
global route	0.0000871	3170	229
finish	0.0000794	3120	229
==> layout make-up <==
class | count | area (um2) | share of cell area, %
multi-input cells | 42 | 300 | 18.0
repair buffers | 129 | 1280 | 76.8
well taps | 52 | 65.1 | 3.89
inverters | 6 | 22.5 | 1.35
==> metal layers <==
| layer | share of wire, % | up-vias | track usage (%) | wire, um |
|---|---|---|---|---|
| met5 | 0 | - | 0 | 0 |
| met4 | 0 | 0 | 0 | 0 |
| met3 | 21 | 0 | 6.13 | 699 |
| met2 | 43 | 71 | 12.9 | 1440 |
| met1 | 37 | 371 | 8.59 | 1240 |
| li1 | - | 444 | - | - |
==> cells in the final DEF (no fill, tap or decap), drive strengths merged <==
cell type / n
and2: 1
or3b: 1
a21oi: 8
inv: 6
mux2i: 5
nand4bb: 1
nor3b: 2
nand2b: 1
clkdlybuf4s50: 126
nand3b: 6
o2bb2ai: 5
o21ai: 6
nor2: 2
buf: 3
nor3: 3
a21boi: 1
No activity file was given, so power comes from the tool's default toggle rates.
